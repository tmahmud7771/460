==> ./design.v <==
module sequence_detector(
    input clk,
    input reset,
    input w,
    input x,
    input y,
    output reg z
);
    reg [1:0] state_w;    
    reg [1:0] state_x;    
    reg [1:0] state_y;    
    reg z_w, z_x, z_y;    
    parameter W_S0 = 2'b00;  
    parameter W_S1 = 2'b01;  
    parameter W_S2 = 2'b10;  
    parameter W_S3 = 2'b11;  
    parameter X_S0 = 2'b00;  
    parameter X_S1 = 2'b01;  
    parameter X_S2 = 2'b10;  
    parameter Y_S0 = 2'b00;  
    parameter Y_S1 = 2'b01;  
    always @(posedge clk or posedge reset) begin
        if (reset) begin
            state_w <= W_S0;
            state_x <= X_S0;
            state_y <= Y_S0;
        end
        else begin
            case (state_w)
                W_S0: state_w <= w ? W_S1 : W_S0;
                W_S1: state_w <= w ? W_S1 : W_S2;
                W_S2: state_w <= w ? W_S3 : W_S0;
                W_S3: state_w <= w ? W_S1 : W_S0;
                default: state_w <= W_S0;
            endcase
            case (state_x)
                X_S0: state_x <= x ? X_S1 : X_S0;
                X_S1: state_x <= x ? X_S2 : X_S0;
                X_S2: state_x <= x ? X_S2 : X_S0;
                default: state_x <= X_S0;
            endcase
            case (state_y)
                Y_S0: state_y <= y ? Y_S1 : Y_S0;
                Y_S1: state_y <= y ? Y_S1 : Y_S0;
                default: state_y <= Y_S0;
            endcase
        end
    end
    always @(*) begin
        case(state_w)
            W_S3: z_w = !w;    
            default: z_w = 0;
        endcase
        case(state_x)
            X_S2: z_x = x;     
            default: z_x = 0;
        endcase
        case(state_y)
            Y_S1: z_y = !y;   
            default: z_y = 0;
        endcase
    end
    always @(negedge clk) begin
        z <= z_w | z_x | z_y;
    end
endmodule
==> ./run.sh <==
#!/bin/bash
# OpenROAD 26Q1-2900-gdf79404cd8, Yosys 0.63+post, stock flow scripts
make -C /OpenROAD-flow-scripts/flow DESIGN_CONFIG=/design/flow/config.mk WORK_HOME=/design/flow/orfs finish
==> ./config.mk <==
export PLATFORM = sky130hd
export DESIGN_NAME = sequence_detector
export DESIGN_NICKNAME = sequence_detector
export VERILOG_FILES = /design/flow/design.v
export SDC_FILE = /design/flow/constraint.sdc
export NUM_CORES = 4
export LEC_CHECK = 1
export CORE_AREA = 10 10 70 70
export DIE_AREA = 0 0 80 80
==> ./constraint.sdc <==
current_design sequence_detector

set clk_period 1.0
set clk_io_pct 0.2

create_clock -name clk0 -period $clk_period [get_ports {clk}]

set non_clock_inputs [all_inputs -no_clocks]
set_input_delay [expr $clk_period * $clk_io_pct] -clock clk0 $non_clock_inputs
set_output_delay [expr $clk_period * $clk_io_pct] -clock clk0 [all_outputs]
==> run notes <==
Summary of the current implementation state.

- Looking at the max-slew report, the worst-margin pin has a slew of 281 ps.
- The post-synthesis xor/xnor area fraction is 0%, for reference.
- The classification of the worst-slack hold path is primary input to asynchronous set/reset pin, for reference.
- Sequential cells were found to cover 74.8% of the synthesized design area.
- After synthesis the cells add up to 298 um^2.
- The yosys cell count is 24, for reference.
- The warning tally printed by Yosys for this design is 1.
- The sort of element at the start of the critical path is a flip-flop, for reference.
- The gate count after technology mapping is 24, for reference.
- The main logic family after synthesis is simple AND/OR/NAND/NOR gates, for reference.
- The area fraction in mux cells is 0%, for reference.
- Of all nets on the critical path, the largest fanout is 1.
- For this run, the final setup violation count is recorded as 2.
- According to the floorplan log, the row count is 21.
- The final timing report lists a hold violation count of 0.
- The final count of pins violating max slew is 0, for reference.
- A synthesized cell averages 12.4 um^2.
- The global routing met3 resource utilization is 2.95%, for reference.
- STA lists the startpoint of the worst register-to-register path as state_w[3].
- Per the synthesis report, the dominant area consumer among library cells is dfrtp_1.
- The total power draw is 0.000725 W, for reference.
- The critical path required time is 800 ps, for reference.
- STA reports a reg2reg setup slack of -110 ps.
- Per the synthesis report, the single largest cell type by area occupies 50.4% of cell area.
- The fraction of met1 tracks used by global routing is 2.50%, for reference.
- The routed layout reports a DRC error count of 0.
- The final instance count without filler cells is 80, for reference.
- The placeable core region is 3420 um^2, for reference.
- Per the placement report, the placed cell count is 76.
- The total power per unit cell area is 1640 nW/um^2, for reference.
- The clock tree from TritonCTS is yes, for reference.
- The clock drives 9 sinks.
- The longest clock path from root to sink contains 2 buffers.
- Once detail routing completed, the nets flagged for antenna violations numbered 0.
- The number of inserted filler cells in the final layout is 395, for reference.
- The post-placement setup slack is -548 ps, for reference.
- Detailed-route iteration 0 reported a violation count of 4.
- The root buffer cell is clkbuf_4, for reference.
- Buffers placed on the I/O ports in this run total 5.
- The post-detailed-routing wire length is 541 um, for reference.
- Per the CTS log, the maximum H-tree level is 1.
- The master of the slowest instance on the critical path is dfxtp_2, for reference.
- In this run the static leakage power is 0.201 nW.
- In this run the most used layer during global routing was met3.
- Of the total synthesized cell area, the portion taken by AND, OR, NAND and NOR gates is 13.0%.
- The starting density of the core is 8.72%, for reference.
- The via count of the first global-routing pass is 232, for reference.
- The number of synthesized register bits is 9, for reference.
- The clock edge transition at the registers on the reported setup and hold paths is 60 ps, for reference.
- The report lists the cells along the critical path as buf_2.
- The arrival time at the worst endpoint is 1210 ps, for reference.
- In this run, the synthesized area fraction spent on adder and majority cells is recorded as 0%.
- The worst supply voltage drop on vdd is 0.000591 V, for reference.
- In the post-synthesis netlist, the biggest area contributors are dfrtp_1 (50%), dfstp_2 (18%), dfxtp_1 (6.7%).
- The total CTS buffers is 3, for reference.
- The flow measured a signed area growth from synthesis to layout of 48.3%.
- Global routing used 2.41% of the available met2 tracks.
- The worst setup path is captured at an output port.
- The cell-mix breakdown from Yosys lists the compound-gate area share as 5.88%.
- On the final layout, the worst clock skew is 59.4 ps.
- Per the detail_route report, routed wire per instance is 6.76 um.
- The final reports fail on negative setup slack.
- The routed layout has 197 vias.
- The max-slew check reports its worst relative slack as 81.2%.
- Once routing completed, OpenROAD measured the worst setup slack at -409 ps.
- OpenROAD emitted warnings numbering 29.
- The family with the most delay on the worst path is flip-flops, for reference.
- The highest cell delay on the worst timing path is 300 ps, for reference.
- The max-cap violation count is 0, for reference.
- The run finished, with violations left.
- Cells with a size suffix above 1 make up 29.4% of the layout.
- The routability congestion estimate from global placement is 0.655, for reference.
- The clock latency of the later-clocked register in the worst-skew pair is 310 ps, for reference.
- The global router's overall resource usage is 2.17%, for reference.
- The setup TNS after final layout is -514 ps, for reference.
- For this design, the CTS-stage hold fixing added 0 buffers.
- The path depth of the worst reg2reg path is 2, for reference.
- From bottom edge to top edge, the die measures 80 um.
- Setup repair after global routing could not meet its margin everywhere.
- The full die area is 6400 um^2, for reference.
- The top-level I/O count is 6, for reference.
- The routed design ends up with an antenna cell count of 0.
- The number of antenna violations at the first check in global routing is 0, for reference.
- The critical path start-end classification is flip-flop to output port, for reference.
- The horizontal die dimension reported for this design is 80 um.
- The global-route wire length before repair is 1030 um, for reference.
- Dividing the detail-routed via count by the number of cells gives 2.46.
- Yosys mapped the design onto 11 distinct sky130hd cell types.
- The overflow left after global routing is 0, for reference.
- The maximum number of pins on one net before global-route repair is 9, for reference.
- For this run, the chip area from Yosys synthesis comes to 298 um^2.
- The detailed-router iteration count before antenna repair is 4, for reference.
- The sum of buffers and inverters on the critical path is 1, for reference.
- The capture instance of the worst register-to-register path is z, for reference.
-- cell type report --
cell class | count | area (um^2) | area share (%)
well taps | 46 | 57.6 | 13.0
clock inverters | 2 | 7.51 | 1.70
clock buffers | 3 | 22.5 | 5.10
inverters | 4 | 15.0 | 3.40
multi-input cells | 10 | 62.6 | 14.2
repair buffers | 6 | 52.6 | 11.9
flip-flops and latches | 9 | 224 | 50.7
-- synth_stat cells, drive strengths merged --
cell type / n
nand2: 1
o31a: 1
dfxtp: 1
dfstp: 2
nor2b: 1
inv: 5
nor3: 1
nor2: 3
and2: 2
dfrtp: 6
o221ai: 1
-- layer usage --
| metal | share of wire, % | routed length [um] | vias to the layer above |
|---|---|---|---|
| met5 | 0 | 0 | - |
| met1 | 44 | 240 | 91 |
| li1 | - | - | 94 |
| met4 | 0 | 0 | 0 |
| met2 | 31 | 167 | 12 |
| met3 | 25 | 133 | 0 |
-- state kept, by name (all words and copies together) (netlist names) --
register,flops
state_w,4
state_x,3
state_y,1
z,1
-- worst max-delay path by stage --
| stage | start | to | slack (ps) | cells after the start |
|---|---|---|---|---|
| 4_1_cts | z | z | -420 | 1 |
| 6_report | z | z | -410 | 1 |
| 5_1_grt | z | z | -480 | 1 |
-- power breakdown --
group          switching (W)  total [W]  internal (W)  leakage, nW
combinational      0.0000256  0.0000548     0.0000291       0.0679
sequential         0.0000100   0.000403      0.000393        0.108
clock               0.000119   0.000267      0.000148       0.0245
-- timing repair --
item | 4_1_cts | 5_1_grt
endpoints found under the setup margin | 2 | 4
cloned | 0 | 0
resized | 6 | 4
hold endpoints to repair | 0 | 0
pin swaps | 0 | 1
setup buffers | 1 | 0
-- cell families after synthesis --
group,count (synthesis)
AND-OR/OR-AND,2
AND/OR/NAND/NOR,8
flip-flops,9
buffers and inverters,5
-- metrics by stage --
step / hold slack (ps) / utilization, % / instance area [um^2]
after floorplan: 14.2 / - / 298
after global placement: 452 / 12.1 / 413
after detailed placement: 473 / 12.1 / 413
after CTS: 201 / 12.8 / 438
after global routing: 224 / 12.9 / 442
final: 192 / 12.9 / 442
-- placed cells by master (no fill, tap or decap) --
cell	n
nand2_1	1
nor2_1	3
dfxtp_2	1
dlygate4sd2_1	3
buf_2	1
inv_2	1
clkbuf_4	3
buf_6	1
and2_1	2
o31a_1	1
dfstp_2	2
dfrtp_1	6
clkdlybuf4s50_1	1
inv_1	5
o221ai_2	1
nor3_1	1
nor2b_1	1
Power and IR drop assume default switching activity.
