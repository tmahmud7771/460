[config.mk]
export PLATFORM = sky130hd
export DESIGN_NAME = fsm2
export DESIGN_NICKNAME = fsm2
export VERILOG_FILES = /design/flow/design.v
export SDC_FILE = /design/flow/constraint.sdc
export NUM_CORES = 4
export LEC_CHECK = 1
export CORE_AREA = 10 10 70 70
export DIE_AREA = 0 0 80 80
[constraint.sdc]
current_design fsm2

set clk_period 1.3
set clk_io_pct 0.2

create_clock -name clk0 -period $clk_period [get_ports {clk}]

set non_clock_inputs [all_inputs -no_clocks]
set_input_delay [expr $clk_period * $clk_io_pct] -clock clk0 $non_clock_inputs
set_output_delay [expr $clk_period * $clk_io_pct] -clock clk0 [all_outputs]
[design.v]
module fsm2(z, w, clk, reset);
    input clk, reset;
    input w;
    output reg z;
    reg [2:0] state; 
    parameter   A = 3'b000, 
                B = 3'b001, 
                C = 3'b010, 
                D = 3'b011, 
                E = 3'b100, 
                F = 3'b101;
    always@(posedge clk, posedge reset)
        begin
        if (reset)
            begin
                    state <= A;
            end
        else
            begin
                casex(state)    
                     A: if (w) begin state<=B; z=0; end else begin state<=A; z=0; end
                     B: if (w) begin state<=C; z=0; end else begin state<=E; z=0; end
                     C: if (w) begin state<=D; z=0; end else begin state<=E; z=0; end
                     D: if (w) begin state<=D; z=1; end else begin state<=E; z=0; end
                     E: if (w) begin state<=F; z=0; end else begin state<=A; z=0; end
                     F: if (w) begin state<=C; z=0; end else begin state<=E; z=1; end
                    default: state<=3'bxxx;
                endcase
            end
        end
endmodule
[run.sh]
#!/bin/bash
# OpenROAD 26Q1-2900-gdf79404cd8, Yosys 0.63+post, stock flow scripts
make -C /OpenROAD-flow-scripts/flow DESIGN_CONFIG=/design/flow/config.mk WORK_HOME=/design/flow/orfs finish
==> impl_metrics.yaml <==
# flow metrics
timing:
  period_used_share: 0.824
  skew_ns: 0.00243
  rsz0062_at_grt: "false"
  max_freq_mhz: 933
  maxSlewViolCount: 0
  relSlewSlack: 0.798
  setup_slack_ns: 0.229
  tightest_slew_ns: 0.302
  finalSetupViolations: 0
  hold_viol: 0
  period_minus_slack_ns: 1.07
floorplanning:
  pin_count: 4
  rows: 21
  core_um2: 3420
  die_width_um: 80
  die_h_um: 80
  initCoreUtil: 0.0769
  die_area_um2: 6400
drt:
  diodes: 0
  vias: 180
  via_per_inst: 2.40
  detailroute.wirelength.met2_um: 174
  drt-initial-drc-count: 6
  topRoutingLayerUsed: "met4"
  avgRoutedWirePerCell_um: 5.83
  firstDrtPassIters: 2
  drt_wl_total_um: 437
  m1WireLength_um: 198
  detail_route.drc_violations: 0
  drtAntennaViolNets: 0
  dr_wl_met3_um: 42
logic_synthesis:
  synth_stat.cells: 21
  synthCells: 21
  ys_warn_count: 1
  ys_seq_share: 0.690
  ys_types: 12
  avgSynthCellArea_um2: 12.5
  synthesis.area_um2: 263
  synth_chip_area_um2: 263
  numSynthFlops: 7
outcome:
  status: "finished clean"
place:
  gp_congestion: 0.784
  placed_cell_area_um2: 358
  dpl_worst_slack_ns: -0.0374
  portBuffers: 3
  dp_cells: 71
  dp_hpwl_um: 345
clock_tree:
  cts_hold_buf: 0
  clk-insertion-delay-late_ns: 0.25
  cts.path.max_buffers: 2
  cts_tree: "built"
  cts-root-buf: "clkbuf_4"
  htree_levels: 1
  cts_sinks: 7
  cts_buffers: 3
  clkTransAtPathRegs_ns: 0.05
global_route:
  grt_pass1_wl_um: 828
  grt_overflow_total: 0
  antenna_found_initial: 0
  grt_max_degree: 7
  grt_usage: 0.0163
  grt_pass1_vias: 198
worst_hold_path:
  hold_path.class: "in -> async"
setup_path:
  crit_required_ns: 1.30
  critPathMaxStageDelay_ns: 0.52
  cp_slowest_cell: "dfstp_2"
  start_kind: "flip-flop"
  crit_family: "flip-flops"
  cp_max_fo: 3
  critPathBufInv: 0
  cp_num_cells: 2
  path_class: "reg -> reg"
  r2r_cells: 2
  crit_chain: "nor2_1, a32o_1"
  cp.arrival_ns: 1.07
  endpoint_kind: "flip-flop"
cells_and_area:
  stdcell_count: 75
  postLayoutCoreUtil: 0.113
  syn_to_final_growth_pct: 47.1
  final_cell_area_um2: 387
  drive_gt1_frac: 0.310
power_and_ir_drop:
  ir_drop_mv: 0.267
  powerDensity_nw_per_um2: 1310
  p_leak_nw: 0.163
  total_power_uw: 505
flow_run:
  maxCapViolations: 0
  warnings: 25
[kinds of logic (layout without fill, tap and decap cells)]
family                 after synthesis  count (layout)  share of synthesized area
buffers and inverters                2              10                     0.0285
and+or+nand+nor                      9               9                      0.200
AOI/OAI and AO/OA                    3               3                     0.0810
DFF                                  7               7                      0.690
[state kept, by name, indices dropped and copies added (netlist names)]
signal / flops
state: 6
z: 1
[Yosys cell counts]
cell,count,area (µm²)
and2_2,2,15.0
a31oi_1,1,6.26
inv_1,1,3.75
a32o_1,1,10.0
a21oi_1,1,5.00
edfxtp_1,1,30.0
nor2b_1,1,6.26
nor2_1,5,18.8
nor4_2,1,12.5
dfstp_2,1,26.3
inv_2,1,3.75
dfrtp_1,5,125
[layout by cell type, fill, tap and decap left out, drive strengths merged]
master         n
a32o           1
clkdlybuf4s50  2
and2           2
nor2b          1
edfxtp         1
dfrtp          5
buf            1
clkbuf         4
dlymetal6s2s   1
a21oi          1
dfstp          1
inv            2
nor4           1
nor2           5
a31oi          1
[power by group]
| part | leakage [nW] | internal (mW) | switching (mW) |
|---|---|---|---|
| Combinational | 0.0601 | 0.0296 | 0.0289 |
| Sequential | 0.0883 | 0.248 | 0.00856 |
| Clock | 0.0150 | 0.117 | 0.0737 |
[stage by stage]
step / hold slack [ns] / TNS, ns
floorplan: 0.0502 / 0
global placement: 0.434 / -0.0280
detailed placement: 0.441 / -0.0374
CTS: 0.254 / 0
global route: 0.257 / 0
finish: 0.251 / 0
[per-layer routing]
metal,global-route usage,vias to the layer above
met2,0.0217,7
met4,0.00704,0
met5,0,-
met1,0.0183,84
met3,0.0136,2
li1,-,87
[final timing paths]
path	slack, ns	from	endpoint
worst max-delay path	0.23	state[0]	z
worst min-delay path	0.25	reset	state[4]
worst max register to register	0.23	state[0]	z
worst min register to register	0.45	state[5]	state[2]
max in group asynchronous	0.80	reset	state[0]
min in group clk0	0.45	state[5]	state[2]
[cell type report]
| class | count | area, µm² |
|---|---|---|
| Multi-Input combinational cell | 12 | 73.8 |
| Sequential cell | 7 | 181 |
| Clock buffer | 4 | 26.3 |
| Inverter | 2 | 7.51 |
| Fill cell | 392 | 3030 |
| Timing Repair Buffer | 4 | 40.0 |
| Tap cell | 46 | 57.6 |
[timing repair]
action	in CTS	in global routing
setup buffers	0	0
gates resized	0	1
setup endpoints to repair	0	1
Power and IR drop assume default switching activity.
