**config.mk**
```make
export PLATFORM = sky130hd
export DESIGN_NAME = priority_encoder_8to3
export DESIGN_NICKNAME = priority_encoder_8to3
export VERILOG_FILES = /design/flow/design.v
export SDC_FILE = /design/flow/constraint.sdc
export NUM_CORES = 4
export LEC_CHECK = 1
export CORE_AREA = 10 10 70 70
export DIE_AREA = 0 0 80 80
```
**constraint.sdc**
```tcl
current_design priority_encoder_8to3

set clk_period 1.2
set clk_io_pct 0.2

create_clock -name clk0 -period $clk_period

set non_clock_inputs [all_inputs -no_clocks]
set_input_delay [expr $clk_period * $clk_io_pct] -clock clk0 $non_clock_inputs
set_output_delay [expr $clk_period * $clk_io_pct] -clock clk0 [all_outputs]
```
**design.v**
```verilog
module priority_encoder_8to3(
    input [7:0] in,       
    output reg [2:0] out, 
    output reg valid      
);
always @(*) begin
    casex(in)
        8'b1xxxxxxx: begin out = 3'b111; valid = 1'b1; end   
        8'b01xxxxxx: begin out = 3'b110; valid = 1'b1; end   
        8'b001xxxxx: begin out = 3'b101; valid = 1'b1; end   
        8'b0001xxxx: begin out = 3'b100; valid = 1'b1; end   
        8'b00001xxx: begin out = 3'b011; valid = 1'b1; end   
        8'b000001xx: begin out = 3'b010; valid = 1'b1; end   
        8'b0000001x: begin out = 3'b001; valid = 1'b1; end   
        8'b00000001: begin out = 3'b000; valid = 1'b1; end   
        8'b00000000: begin out = 3'b000; valid = 1'b0; end   
        default: begin out = 3'b000; valid = 1'b0; end
    endcase
end
endmodule
```
**run.sh**
```bash
#!/bin/bash
# OpenROAD 26Q1-2900-gdf79404cd8, Yosys 0.63+post, stock flow scripts
make -C /OpenROAD-flow-scripts/flow DESIGN_CONFIG=/design/flow/config.mk WORK_HOME=/design/flow/orfs finish
```
==> impl_metrics.tcl <==
# implementation run metrics
set metrics [dict create \
    final_area_um2 270.3 \
    syn_inst 11 \
    holdBufCountCts 0 \
    path_class "in -> out" \
    flops 0 \
    io_pins 12 \
    slew_viol_final 0 \
    syn_area_um2 68.82 \
    yosys.area.top_type_share 0.1636 \
    flop_area_um2 0 \
    mostFrequentLayoutCells "4 x buf_4, 3 x nor2_1, 3 x buf_6, 3 x buf_2" \
    place_inst 73 \
    final_antenna_net_count 0 \
    final_cells 73 \
    drt-total-wl_um 518 \
    die-area_um2 6400 \
    timing.critical_path.buf_inv 3 \
    rows 21 \
    route.detailed.drc 0 \
    wl_per_cell_um 7.096 \
    violations "negative setup slack" \
    cp_data_arrival_time_ns 1.32 \
    worstHoldPathType "in -> out" \
    maxCapViolCount 0 \
    first_global_vias 136 \
    finalHoldViolCount 0 \
    die_h_um 80 \
    routabilityCongestion 0.7143 \
    synth_area_per_cell_um2 6.256 \
    vdd_drop_max_v 0.00002967 \
    worstHoldStart "in[7]" \
    clkbuf_count 0 \
    cpPeakStageDelay_ns 0.54 \
    antenna_found_initial 0 \
    placeableCoreArea_um2 3416 \
    grt_pass1_wl_um 745 \
    path_cells "buf_6, or4_4, nor3_4, buf_4, nand2_1, buf_2" \
    vias_per_cell 1.808 \
    fmax_mhz 640.4 \
    final-setup-viol-count 3 \
    cp_max_fo 2 \
    drt-initial-drc-count 1 \
    hpwl_um 454.6 \
    largest_area_cell "nor2_1" \
    cp_top_family "simple AND/OR/NAND/NOR gates" \
    drive_above_1_share 0.5185 \
    grt_max_degree 4 \
    crit_start "in[6]" \
    area_growth_pct 292.7 \
    lay_top_count "buf_4" \
    vias 132 \
    grt_overflow 0 \
    slew_headroom 0.8688 \
    end_kind "output pin" \
    power_density_nw_per_um2 216.3 \
    required_ns 0.96 \
    fp-utilization 0.02015 \
    synth_cell_types 9 \
    yosysChipArea_um2 68.82 \
    antenna-diode-count 0 \
    cp-start-kind "input pin" \
    synthTopCellsByArea "nor2_1 16%, or4_4 16%, a211o_2 15%, nor3_2 15%, o31ai_1 11%" \
    fin_crit_ns 1.562 \
    status "complete, but fails checks" \
    fin_crit_sh 1.301 \
    globalRouteTotalUtil 0.01456 \
    tightestPinTransition_ns 0.1951 \
    die_width_um 80 \
    cp_slowest_cell "or4_4" \
    seq_area_frac_synth 0 \
    placed_cell_area_um2 276.5 \
    setup_ws_ns -0.3616 \
    ys_cells 11 \
    power.leakage_nw 0.1002 \
    drtPass1Iterations 2 \
    warnings 35 \
    yosysWarningCount 1 \
    rsz0062_at_grt "yes" \
    port_buffers 12 \
]
logic make-up after synthesis:
kind of cell	after synthesis	synth area share
buffers and inverters	1	0.05449
AND-OR/OR-AND	3	0.3272
AND/OR/NAND/NOR	7	0.6182
synth_stat cells, drive strengths merged:
library cell / n
nand2: 1
nand2b: 1
or4: 1
a211o: 1
inv: 1
o31ai: 1
a21oi: 1
nor3: 1
nor2: 3
worst paths after layout:
kind	end	slack (ns)	depth (start not counted)
max	valid	-0.36	6
min	out[0]	0.85	4
per-layer routing:
metal / global-route usage / vias up / part of all wire
li1: - / 72 / -
met1: 0.02180 / 50 / 0.58
met2: 0.01605 / 10 / 0.24
met3: 0.01136 / 0 / 0.18
met4: 0 / 0 / 0
met5: 0 / - / 0
per-stage QoR:
step	worst slack, ns	util	total power, mW	hold WS, ns	setup TNS [ns]
after floorplan	-0.04654	-	0.009667	0.5139	-0.04654
after global placement	-1.082	0.08095	0.06098	1.459	-3.413
after detailed placement	-1.084	0.08095	0.06155	1.456	-3.414
after CTS	-0.4324	0.07546	0.05364	0.8528	-1.006
after global routing	-0.3907	0.07912	0.06363	0.8810	-1.016
final	-0.3616	0.07912	0.05844	0.8491	-0.8598
worst min-delay path, stage by stage:
cell     delay (ns)
buf_2          0.09
buf_4          0.10
a211o_2        0.10
buf_6          0.08
cell type report:
cell class | count | area [um^2]
inverters | 1 | 3.754
well taps | 46 | 57.56
repair buffers | 16 | 137.6
fillers | 414 | 3146
multi-input cells | 10 | 71.32
where the power goes:
| group | switching (mW) | internal [mW] | leakage (nW) |
|---|---|---|---|
| logic | 0.0196 | 0.0388 | 0.100 |
| registers | 0 | 0 | 0 |
| clock network | 0 | 0 | 0 |
what timing repair did:
item | in CTS | in global routing
buffers inserted | 0 | 0
cloned | 0 | 0
pin swaps | 3 | 3
resized | 31 | 2
setup endpoints to repair | 4 | 4
endpoints found under the hold margin | 0 | 0
Power is estimated from default activity; no workload was simulated.
